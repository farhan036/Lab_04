### design/flow/design.v
module align_mantissa (
    input  [23:0] small_mantissa,
    input  [7:0]  big_exp,
    input  [7:0]  small_exp,
    output [24:0] shifted_small_mantissa,
    output        sticky
);
    wire [7:0] exp_diff = big_exp - small_exp;
    wire [24:0] shifted = {1'b0, small_mantissa} >> exp_diff;
    assign shifted_small_mantissa = shifted;
    wire [23:0] small_mantissa_masked = small_mantissa & ((1 << exp_diff) - 1);
    assign sticky = |small_mantissa_masked;
endmodule
### design/flow/run.sh
#!/bin/bash
# OpenROAD 26Q1-2900-gdf79404cd8, Yosys 0.63+post, stock flow scripts
make -C /OpenROAD-flow-scripts/flow DESIGN_CONFIG=/design/flow/config.mk WORK_HOME=/design/flow/orfs finish
### design/flow/config.mk
export PLATFORM = sky130hd
export DESIGN_NAME = align_mantissa
export DESIGN_NICKNAME = align_mantissa
export VERILOG_FILES = /design/flow/design.v
export SDC_FILE = /design/flow/constraint.sdc
export NUM_CORES = 4
export LEC_CHECK = 1
export CORE_AREA = 10 10 113 113
export DIE_AREA = 0 0 123 123
### design/flow/constraint.sdc
current_design align_mantissa

set clk_period 13.3
set clk_io_pct 0.2

create_clock -name clk0 -period $clk_period

set non_clock_inputs [all_inputs -no_clocks]
set_input_delay [expr $clk_period * $clk_io_pct] -clock clk0 $non_clock_inputs
set_output_delay [expr $clk_period * $clk_io_pct] -clock clk0 [all_outputs]
==> reports/metrics.cfg <==
[final_timing]
hold_viol_final = 0
fmax_mhz = 97.2
worst_slew_pin_slew_ns = 0.741
setup_viol = 0
fin_crit_ns = 10.29
tns_ns = 0
slew_viol_final = 0
slew_headroom_pct = 50.5
period_used_pct = 77.3
rsz0062_at_grt = false

[logic_synthesis]
synth_cell_types = 67
syn_area_per_cell_sq_um = 6.43
synth_area_leader_cell = mux2i_1
syn_area_sq_mm = 0.00229
yosysCellCount = 356
yosysTopAreaCellShare_pct = 9.62
netlist_instances = 356
ys_warn_count = 0
ys_chip_area_sq_mm = 0.00229
yosys.stat.seqShare_pct = 0
topCellsByArea = mux2i_1 9.6%, nand2_1 8.2%, nor2_1 7.2%

[final_layout]
area_delta_synth_final_pct = 32.3
n_clock_buffer = 0
lay_top_count = clkdlybuf4s50_1
fin_cells = 535
seq_cell_count = 0
seq_area_sq_um = 0
final_cell_mix = 65 x clkdlybuf4s50_1, 50 x nand2_1, 44 x nor2_1
drive_gt1_share_pct = 7.02

[drt]
diodes = 0
via_per_inst = 5.45
num_vias = 2918
ant_nets = 0
wl_per_cell_um = 17.9
drtIter0Drc = 321
drc_errors = 0
dr.pass1.iters = 5
wirelength_um = 9580

[clocking]
holdBufCountCts = 0
cts_resized = 0
cts_setup_buffers = 0

[worst_hold_path]
hold_path_class = in -> out

[power_and_ir_drop]
cellPowerDensity_mw_per_mm2 = 66.3
ir_worst_vdd_mv = 0.0218
power.leakage_nw = 1.11
power.total_w = 0.000201

[worst_setup_path]
crit_start = small_exp[0]
crit_fanout = 21
required_ns = 10.64
critPathCapture = sticky
worstSetupPathType = in -> out
crit_arrival_ns = 7.63
critPathCaptureType = output port
worst_setup_path_start_kind = input port

[placement]
routabilityCongestion = 0.995
port-buffer-count = 65
dp_hpwl_um = 7550
dp_cells = 535

[floorplan]
chipArea_sq_mm = 0.0151
die_height_um = 123
initial_core_util_pct = 22.2
boundaryPins = 66
core-area_sq_mm = 0.0103
num_rows = 37
die_w_um = 123

[global_route]
grt_pass1_wl_um = 15200
grt_pass1_vias = 2726
grt.total_usage_pct = 12.4
grt_overflow = 0
grt_max_degree = 39
antenna_found_initial = 0

[flow_run]
cap_violations = 0
warning_count = 33

[run_status]
status = completed

[cells in the mapped netlist (3+ instances only)]
master,count
a211oi_1,9
a21oi_1,22
a31o_2,3
a31oi_1,5
a41oi_1,3
buf_2,4
buf_6,3
clkbuf_1,19
ha_1,9
inv_1,15
mux2_2,6
mux2i_1,22
mux4_2,3
nand2_1,50
nand3_1,11
nand4_1,6
nor2_1,44
nor2b_1,3
nor3_1,9
o211ai_1,7
o21ai_0,19
o22ai_1,11
or3_1,3
xnor2_1,8
xor2_1,3
[layout make-up]
class                      count  area [sq um]
fill                        1125          7290
inverter                      15          56.3
multi-input combinational    311          2090
tap                          136           170
timing repair buffer          73           711
[worst max-delay path, stage by stage]
cell and delay (ns):
clkdlybuf4s50_1 0.48, ha_1 0.14, inv_1 0.04, fa_1 0.46
a21oi_1 0.18, o22ai_1 0.15, or4_1 0.47, nand4_1 0.25
or2_1 0.60, nand4_1 0.29, ha_1 0.48, o31a_1 0.23
a221oi_1 0.25, nor4b_1 0.34, nand4_1 0.15, clkdlybuf4s50_1 0.45
[how the worst min path moves through the flow]
stage	start	end	slack, ns	cells after the start
4_1_cts	small_mantissa[23]	shifted_small_mantissa[23]	6.45	4
5_1_grt	small_mantissa[23]	shifted_small_mantissa[23]	6.47	4
6_report	small_mantissa[23]	shifted_small_mantissa[23]	6.46	4
[logic make-up after synthesis]
logic type,synth area share (%)
XOR/XNOR,4.92
other,0.164
multiplexers,16.5
buffers and inverters,8.91
adder cells (fa/ha/maj),6.23
AND/OR/NAND/NOR,29.5
AND-OR/OR-AND,33.8
[metrics by stage]
| stage | hold slack (ns) | cell area (sq um) | util, % | worst slack [ns] |
|---|---|---|---|---|
| final | 6.46 | 3030 | 29.4 | 3.01 |
| after global routing | 6.47 | 3030 | 29.4 | 2.67 |
| after CTS | 6.45 | 3030 | 29.4 | 3.05 |
| after detailed placement | 6.45 | 3030 | 29.4 | 3.08 |
| after global placement | 6.46 | 3030 | 29.4 | 3.18 |
| after floorplan | 5.39 | 2290 | - | 4.63 |
[where the power goes]
group	switching [W]	internal (W)	total, W
sequential	0	0	0
combinational	0.000123	0.0000776	0.000201
clock	0	0	0
[routing by layer]
| layer | vias up | routed length [um] | track usage (%) |
|---|---|---|---|
| li1 | 1415 | - | - |
| met1 | 1347 | 4400 | 18.8 |
| met2 | 152 | 4170 | 18.0 |
| met3 | 4 | 958 | 2.78 |
| met4 | 0 | 55 | 1.16 |
| met5 | - | 0 | 0 |
Power is estimated from default activity; no workload was simulated.

==> /design/flow/design.v <==
module result_packer (
    input         result_is_nan,
    input         result_is_inf,
    input         result_sign_special,
    input         x_is_zero,
    input         y_is_zero,
    input         do_subtract,
    input         sign_big,
    input  [7:0]  final_exponent,
    input  [23:0] final_mantissa,
    output [31:0] final_result
);
    reg [31:0] final_result_reg;
    always @(*) begin
        if (result_is_nan) begin
            final_result_reg = 32'h7FC00000;
        end else if (result_is_inf) begin
            final_result_reg = {result_sign_special, 8'hFF, 23'h000000};
        end else if (x_is_zero && y_is_zero) begin
            final_result_reg = do_subtract ? {sign_big ^ 1'b1, 31'h0} : {sign_big, 31'h0};
        end else begin
            final_result_reg = {sign_big, final_exponent, final_mantissa[22:0]};  
        end
    end
    assign final_result = final_result_reg;
endmodule
==> /design/flow/run.sh <==
#!/bin/bash
# OpenROAD 26Q1-2900-gdf79404cd8, Yosys 0.63+post, stock flow scripts
make -C /OpenROAD-flow-scripts/flow DESIGN_CONFIG=/design/flow/config.mk WORK_HOME=/design/flow/orfs finish
==> /design/flow/config.mk <==
export PLATFORM = sky130hd
export DESIGN_NAME = result_packer
export DESIGN_NICKNAME = result_packer
export VERILOG_FILES = /design/flow/design.v
export SDC_FILE = /design/flow/constraint.sdc
export NUM_CORES = 4
export LEC_CHECK = 1
export CORE_AREA = 10 10 70 70
export DIE_AREA = 0 0 80 80
==> /design/flow/constraint.sdc <==
current_design result_packer

set clk_period 3.2
set clk_io_pct 0.2

create_clock -name clk0 -period $clk_period

set non_clock_inputs [all_inputs -no_clocks]
set_input_delay [expr $clk_period * $clk_io_pct] -clock clk0 $non_clock_inputs
set_output_delay [expr $clk_period * $clk_io_pct] -clock clk0 [all_outputs]
==> results.ini <==
[status]
status = finished, final reports clean

[synth]
syn_avg_cell_area_um2 = 6.75
synthCells = 43
mux_share_pct = 0
yosysWarnings = 1
synth_area_um2 = 290
ys_sh_aoi_pct = 36.2
synth.top_cells.by_area = and2_1 (47%), a21o_1 (21%), a2111oi_2 (5.2%)
largest_area_cell = and2_1
ys_types = 13
ys_sh_simple_pct = 57.3
adder_share_pct = 0
yosys_cells = 43
ys_sh_xor_pct = 0
ys_seq_share_pct = 0
synth.top_cell.area_share_pct = 47.4
synth.logic.top_family = simple AND/OR/NAND/NOR gates
synth_chip_area_um2 = 290

[final_layout]
clockBufferCount = 0
design.seq.count = 0
drive_gt1_share_pct = 5.36
comb_area_um2 = 272
fillers = 377
stdcell_count = 158
area.growth.synth_to_final_pct = 261
seq_area_um2 = 0

[critical_path]
path_class = in2out
worst-path-max-fanout = 6
critPathBufInv = 2
crit_required_ns = 2.56
startpoint = result_is_inf
cp.arrival_ns = 2.22
worstSetupEndpointType = primary output
cp_top_family = buffers and inverters
cp.depth = 4
crit_path_start_kind = primary input
cp_slowest_cell = clkdlybuf4s50_1
crit_top_cell = clkdlybuf4s50_1
critPathMaxStageDelay_ns = 0.54
crit_path_end = final_result[31]
cp_cell_sequence = clkdlybuf4s50_1, nor2b_1, a2111oi_2, clkdlybuf4s50_1

[flow_run]
cap_viol_max_count = 0
warning_count = 33

[floorplan]
core_region_area_mm2 = 0.00342
fp-row-count = 21
die_w_um = 80
fp.dieH_um = 80
io_pins = 71
die_area_mm2 = 0.00640
fp-utilization_pct = 8.50

[drt]
ant_nets = 0
wl_per_cell_um = 12.5
drtPass1Iterations = 2
drt_wl_total_um = 1970
drc = 0
num_vias = 567
drtIter0Drc = 3
viasPerCell = 3.59
diodes = 0

[final_timing]
tightest_slew_ns = 0.294
hold_violations = 0
setup_viol = 0
final.setup.tns_ns = 0
rsz0062_at_grt = false
fmax_ghz = 0.350
min_period_ns = 2.86
finalClockPeriodUsage_pct = 89.3
relSlewSlack_pct = 80.3
maxSlewViolCount = 0

[cts]
hold_buffers = 0
cts_setup_buffers = 0
cts_resized = 0

[placement]
io_buffers = 70
dp_hpwl_um = 1840
post-place-cells = 158
place.gp.congestion = 0.725

[grt]
grt_usage_pct = 5.47
grt_pass1_vias = 597
grt_max_degree = 14
grt_pass1_wl_um = 2910
antenna_found_initial = 0
grt_overflow = 0

[power]
power.density_mw_per_mm2 = 96.5
ir_drop_v = 0.0000399
power.leakage_uw = 0.000399

[min_path]
hold_path.class = in2out

[cells by family after synthesis]
logic type / Yosys count
AOI/OAI and AO/OA: 12
and+or+nand+nor: 27
buffers and inverters: 4
[final cells by class]
| type | count | share of cell area (%) |
|---|---|---|
| timing repair buffer | 72 | 68.3 |
| multi-input combinational | 39 | 25.9 |
| inverter | 1 | 0.358 |
| tap | 46 | 5.49 |
[through the flow]
| stage | hold WS, ns | setup slack (ns) | area, um^2 | util (%) | total power [uW] |
|---|---|---|---|---|---|
| 2_1_floorplan | 1.29 | 1.37 | 290 | - | 17.9 |
| 3_3_place_gp | 2.20 | 0.345 | 1050 | 30.7 | 102 |
| 3_5_place_dp | 2.20 | 0.325 | 1050 | 30.7 | 103 |
| 4_1_cts | 2.20 | 0.320 | 1050 | 30.7 | 104 |
| 5_1_grt | 2.22 | 0.210 | 1050 | 30.7 | 111 |
| 6_report | 2.19 | 0.344 | 1050 | 30.7 | 101 |
[placed cells by master (no fill, tap or decap)]
| master | netlist | layout |
|---|---|---|
| inv_1 | 1 | 1 |
| or2_2 | 1 | 1 |
| a2111oi_2 | 1 | 1 |
| clkdlybuf4s50_1 | 0 | 70 |
| a31o_2 | 1 | 1 |
| and2_1 | 22 | 22 |
| a311oi_1 | 1 | 1 |
| nand2_1 | 1 | 1 |
| nor2b_1 | 2 | 2 |
| a211oi_2 | 1 | 1 |
| buf_4 | 0 | 2 |
| a21o_1 | 8 | 8 |
| and3_1 | 1 | 1 |
[synthesized netlist by cell type]
master and number:
and2_1 22, a21o_1 8, clkbuf_2 2, nor2b_1 2, a2111oi_2 1, a211oi_2 1, a311oi_1 1, a31o_2 1
and3_1 1, buf_2 1, inv_1 1, nand2_1 1, or2_2 1
[worst min-delay path by stage]
stage	start	to	slack (ns)	cells after the start
CTS	final_mantissa[18]	final_result[18]	2.20	3
global route	final_mantissa[5]	final_result[5]	2.22	3
finish	final_mantissa[3]	final_result[3]	2.19	3
[layer usage]
layer	track usage [%]	share of wire (%)	up-vias
met2	8.67	40	46
met1	6.13	40	238
met3	4.09	20	0
met4	0	0	0
li1	-	-	283
met5	0	0	-
[power breakdown]
group          internal (uW)  switching [uW]
clock network              0               0
logic                   79.1            22.1
registers                  0               0
Power is estimated from default activity; no workload was simulated.

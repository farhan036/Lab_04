==> ./design.v <==
module swap_op_decision (
    input        sign_x,
    input        sign_y,
    input  [7:0] exp_x,
    input  [7:0] exp_y,
    input  [23:0] mantissa_x,
    input  [23:0] mantissa_y,
    output       swap,
    output       do_subtract,
    output [23:0] big_mantissa,
    output [23:0] small_mantissa,
    output [7:0]  big_exp,
    output [7:0]  small_exp,
    output        sign_big
);
    assign do_subtract = sign_x ^ sign_y;
    assign swap = (exp_x < exp_y) || ((exp_x == exp_y) && (mantissa_x < mantissa_y));
    assign sign_big = swap ? sign_y : sign_x;
    assign big_mantissa = swap ? mantissa_y : mantissa_x;
    assign small_mantissa = swap ? mantissa_x : mantissa_y;
    assign big_exp = swap ? exp_y : exp_x;
    assign small_exp = swap ? exp_x : exp_y;
endmodule
==> ./run.sh <==
#!/bin/bash
# OpenROAD 26Q1-2900-gdf79404cd8, Yosys 0.63+post, stock flow scripts
make -C /OpenROAD-flow-scripts/flow DESIGN_CONFIG=/design/flow/config.mk WORK_HOME=/design/flow/orfs finish
==> ./config.mk <==
export PLATFORM = sky130hd
export DESIGN_NAME = swap_op_decision
export DESIGN_NICKNAME = swap_op_decision
export VERILOG_FILES = /design/flow/design.v
export SDC_FILE = /design/flow/constraint.sdc
export NUM_CORES = 4
export LEC_CHECK = 1
export CORE_UTILIZATION = 30
==> ./constraint.sdc <==
current_design swap_op_decision

set clk_period 22.2
set clk_io_pct 0.2

create_clock -name clk0 -period $clk_period

set non_clock_inputs [all_inputs -no_clocks]
set_input_delay [expr $clk_period * $clk_io_pct] -clock clk0 $non_clock_inputs
set_output_delay [expr $clk_period * $clk_io_pct] -clock clk0 [all_outputs]
==> impl_metrics.yaml <==
# flow metrics
logic_synthesis:
  area_leaders: "mux2_1 (27%), ha_1 (24%), mux2_2 (18%), inv_1 (7.2%), buf_6 (3.5%)"
  ys_cells: 179
  synth_area_per_cell_um2: 9.00
  synth_warnings: 0
  synth_area_um2: 1610
  yosysSeqAreaShare_pct: 0
  top_area_share_pct: 27.3
  yosysChipArea_um2: 1610
  netlist_instances: 179
  ys_types: 25
  yosysTopAreaCell: "mux2_1"
job:
  maxCapViolCount: 0
  tool_warnings: 33
timing:
  rsz0062_at_grt: "no"
  period_minus_slack_ns: 11.92
  drv_slew: 0
  finalHoldViolCount: 0
  fmax_mhz: 83.9
  finalSetupViolCount: 0
  maxSlewHeadroom_pct: 64.0
  fin_tns_setup_ns: 0
  period_used_pct: 53.7
  worst_pin_slew_ns: 0.540
final_layout:
  layout-drive-gt1-share_pct: 9.77
  layout_top_cells: "clkdlybuf4s50_1 (133), mux2_1 (39), inv_1 (31), ha_1 (31), mux2_2 (26)"
  seq_area_um2: 0
  fin_cells: 377
  clockBufferCount: 0
  area_growth_syn_to_layout_pct: 84.6
  ff_count: 0
  final_common_cell: "clkdlybuf4s50_1"
global_routing:
  gr-total-overflow: 0
  grt_pass1_vias: 1553
  grt_max_degree: 46
  grt_antenna_before_repair: 0
  grt_first_pass_wirelength_mm: 6.65
  grt.total_usage_pct: 14.8
worst_setup_path:
  critical_path.max_fanout: 45
  worstSetupPathType: "in -> out"
  cp.arrival_ns: 7.48
  cp.required_ns: 17.76
  cp_cell_sequence: "clkdlybuf4s50_1 > inv_1 > ha_1 > a211oi_2 > nor2_1 > a21oi_1 > a21oi_1 > o41ai_4 > buf_4 > mux2_2 > clkdlybuf4s50_1"
  slowest_delay_ns: 0.50
  endpoint_kind: "primary output"
  slowest_stage: "buf_4"
  crit_path_start_kind: "input pin"
route:
  drtIter0Drc: 7
  viasPerCell: 4.66
  post_drt_wl_per_cell_um: 11.7
  first_pass_iters: 2
  vias: 1756
  wirelength_mm: 4.41
  final_antenna_net_count: 0
  drc_errors: 0
  antenna_cells: 0
place:
  dp_hpwl_mm: 3.77
  numPortBuffers: 133
  gp_congestion: 0.768
  dp_cells: 377
power:
  p_sw_mw: 0.0213
  power.density_nw_per_um2: 24.1
  clkPwrFrac_pct: 0
  p_seq_share_pct: 0
  p_int_mw: 0.0503
  swShare_pct: 29.7
  pwr-share-comb_pct: 100.0
  max-vdd-ir-drop_v: 0.0000109
  p_leak_nw: 1.30
die:
  die_h_um: 75.3
  die_x_um: 75.3
  core_area_um2: 5140
  fp_util_pct: 31.3
  die_area_um2: 5660
  num_rows: 26
  ios: 133
status:
  outcome: "finished clean"
cts:
  post_cts_resize_count: 0
  cts_hold_buf: 0
  cts_setup_buffers: 0
hold_path:
  hp-class: "in -> out"
==> per-layer routing <==
metal,vias up,track usage (%),part of all wire (%)
met4,0,0,0
met2,75,26.3,45
met3,0,2.58,10
met1,762,20.1,45
met5,-,0,0
li1,919,-,-
==> per-stage QoR <==
step | hold slack (ns) | total power, mW | util (%) | worst slack (ns) | cell area (um2)
6_report | 9.84 | 0.0715 | 57.8 | 10.28 | 2970
5_1_grt | 9.88 | 0.0797 | 57.8 | 10.05 | 2970
4_1_cts | 9.85 | 0.0730 | 57.8 | 10.22 | 2970
3_5_place_dp | 9.85 | 0.0721 | 57.8 | 10.23 | 2970
3_3_place_gp | 9.85 | 0.0728 | 57.8 | 10.24 | 2970
2_1_floorplan | 8.91 | 0.0289 | - | 11.55 | 1610
==> final cells by class <==
type / instances / area (um2)
tap: 70 / 87.6
multi-input combinational: 141 / 1420
inverter: 31 / 116
fill: 496 / 2170
timing repair buffer: 135 / 1350
==> cells by family after synthesis <==
family | share of synthesized area [%]
AND-OR/OR-AND | 12.6
XOR/XNOR | 0.544
adder cells (fa/ha/maj) | 24.1
buffers and inverters | 11.7
multiplexers | 45.5
AND/OR/NAND/NOR | 5.67
==> worst max-delay path: cells and delay by family <==
family	cells	cell delay [ns]
AND-OR/OR-AND	4	0.79
adder cells (fa/ha/maj)	1	0.29
buffers and inverters	4	1.44
multiplexers	1	0.40
AND/OR/NAND/NOR	1	0.06
==> path summary, 6_finish.rpt <==
path | from | to | slack, ns | depth (start not counted)
worst max-delay path | mantissa_y[17] | big_mantissa[11] | 10.28 | 11
worst min-delay path | sign_y | do_subtract | 9.84 | 3
==> power by group through the flow <==
stage	registers, mW	logic, mW	clock network, mW
CTS	0	0.0730	0
global route	0	0.0797	0
finish	0	0.0715	0
==> synthesized netlist by cell type, drive strengths merged <==
cell type  number
a211o           2
a211oi          3
a21o            2
a21oi          11
a32oi           1
and4            4
buf             7
ha             31
inv            31
mux2           65
nand2           5
nand3           1
nand4           2
nor2            2
nor2b           2
o2111ai         1
o211ai          2
o21a            1
o21ai           4
o41ai           1
xor2            1
Power and IR drop assume default switching activity.
